`flow/run.sh`:
```
#!/bin/bash
# OpenROAD 26Q1-2900-gdf79404cd8, Yosys 0.63+post, stock flow scripts
make -C /OpenROAD-flow-scripts/flow DESIGN_CONFIG=/design/flow/config.mk WORK_HOME=/design/flow/orfs finish
```
`flow/constraint.sdc`:
```
current_design NextPCLogic

set clk_period 23.5
set clk_io_pct 0.2

create_clock -name clk0 -period $clk_period

set non_clock_inputs [all_inputs -no_clocks]
set_input_delay [expr $clk_period * $clk_io_pct] -clock clk0 $non_clock_inputs
set_output_delay [expr $clk_period * $clk_io_pct] -clock clk0 [all_outputs]
```
`flow/config.mk`:
```
export PLATFORM = sky130hd
export DESIGN_NAME = NextPCLogic
export DESIGN_NICKNAME = NextPCLogic
export VERILOG_FILES = /design/flow/design.v
export SDC_FILE = /design/flow/constraint.sdc
export NUM_CORES = 4
export LEC_CHECK = 1
export CORE_UTILIZATION = 40
```
`flow/design.v`:
```
`timescale 1ns / 1ps
module NextPCLogic(NextPC, CurrentPC, SignExtImm64, Branch, ALUZero, Uncondbranch); 
       input [63:0] CurrentPC, SignExtImm64; 
       input Branch, ALUZero, Uncondbranch; 
       output reg [63:0] NextPC; 
   wire 	     Selector;
   wire 	     ZeroANDBranch;
   and and0(ZeroANDBranch, ALUZero, Branch);
   or or0(Selector, ZeroANDBranch, Uncondbranch);
   always @ (Selector) begin
      case(Selector)
	0:
	  NextPC <= #2 CurrentPC + 4;
	1:
	  NextPC <= #3 CurrentPC + SignExtImm64;
      endcase  
   end
endmodule
```
==> ci_impl_report.md <==
## Implementation flow summary

| Metric | Value |
|---|---|
| Clock buffer count | `0` |
| Pre-Repair DR Iteration Count | `5` |
| Pins Over Slew Limit | `0` |
| Crit path launch type | `input pin` |
| Cell Pwr Density | `about 27 nW/um^2` |
| Top cell excl fill/tap | `clkdlybuf4s50_1` |
| Cts repair resizes | `0` |
| Setup TNS | `0 ps` |
| # port buffers | `195` |
| Slew @ Worst Pin | `between 700 and 800 ps` |
| Achievable Freq | `75.1 MHz` |
| YS chip area | `between 5000 and 6000 sq um` |
| Mean Syn Cell Area | `roughly 6.6 sq um` |
| Number of global-route vias before repair | `approximately 6300` |
| Placed Area | `7700 sq um` |
| Via count | `around 6800` |
| Required time of the worst setup path | `18800 ps` |
| Drt initial violations | `approximately 480` |
| Unique cell types | `82` |
| Post-CTS setup buffer count | `0` |
| Tool warnings | `33` |
| First-pass GRT wire length | `roughly 32000 microns` |
| DRC | `0` |
| Init Core Util | `0.410` |
| Mapped cell area | `around 5700 sq um` |
| N_diodes | `0` |
| MI comb area | `5430 sq um` |
| Ys cells | `roughly 860` |
| Worst VDD drop | `between 0.00001 and 0.000015 V` |
| Startpoint of the worst hold path | `CurrentPC[0]` |
| Die height | `121 microns` |
| Max-cap violations | `0` |
| Outcome | `completed` |
| Post-CTS Hold Buffers | `0` |
| Hold Path End | `NextPC[0]` |
| Die Wd | `about 120 microns` |
| GP Congestion | `just under 1` |
| Synthesized instance count | `~860` |
| Grt ovf | `0` |
| LEAKAGE | `approximately 0.0032 uW` |
| WHS Path Cells | `4` |
| Min cycle time layout | `between 10000 and 15000 ps` |
| Pin count of the biggest net entering global routing | `between 60 and 70` |
| Final hold viol count | `0` |
| Num rows | `43` |
| Dominant logic cell types in the final layout | `clkdlybuf4s50_1 (195), nand2_1 (118), a21oi_1 (95)` |
| Hold Path Class | `input pin to primary output` |
| Initial antenna violation count | `0` |
| Slew headroom | `0.527` |
| Avg WL per Cell | `~17 microns` |
| Fin area | `between 7000 and 8000 sq um` |
| FF+latch area | `0 sq um` |
| Worst Setup Path Type | `input pin to primary output` |
| P&R area growth vs syn | `35.3%` |
| Worst setup EP type | `primary output` |
| Period utilisation layout | `0.566` |
| Post-DP HPWL | `between 15000 and 20000 microns` |
| IO Count | `roughly 200` |
| Gr usage total | `0.279` |
| FFs & Latches | `0` |
| Final ANT Viol Nets | `0` |
| Final WL | `20400 microns` |
| Core area | `~14000 sq um` |
| DIE AREA | `about 15000 sq um` |
| Share of layout cells above drive strength 1 | `0.0390` |
| CP arrival | `approximately 8600 ps` |
| Final setup viols | `0` |
| Vias per inst | `5.60` |
| RSZ-0062 raised after global routing | `false` |
| Sequential share of the synthesized area | `0` |
| Layout fillers | `about 1400` |
| CP max FO | `5` |
| Ys Warns | `1` |
[how the worst max path moves through the flow]
| stage | startpoint | cells past startpoint | endpoint | slack [ps] |
|---|---|---|---|---|
| 6_report | CurrentPC[0] | 14 | NextPC[62] | 10190 |
| 4_1_cts | CurrentPC[0] | 14 | NextPC[62] | 10250 |
| 5_1_grt | CurrentPC[0] | 14 | NextPC[58] | 10010 |
[per-layer routing]
| metal | GRT usage | vias up | part of all wire |
|---|---|---|---|
| li1 | - | 3517 | - |
| met1 | 0.428 | 3021 | 0.50 |
| met3 | 0.0158 | 14 | 0.049 |
| met4 | 0.0270 | 0 | 0.0092 |
| met5 | 0 | - | 0 |
| met2 | 0.443 | 200 | 0.44 |
[cell families (layout without fill, tap and decap cells)]
logic type | after synthesis | count (layout) | synth area share
buffers and inverters | 54 | 215 | 0.0479
muxes | 1 | 1 | 0.00176
xor gates and xnor gates | 112 | 112 | 0.172
AOI/OAI and AO/OA | 289 | 289 | 0.335
and+or+nand+nor | 343 | 343 | 0.299
adders and majority gates | 65 | 65 | 0.144
[metrics by stage]
step / instances / hold WS [ps] / total power, uW / utilization / setup WS (ps)
final: 1205 / 10320 / 205 / 0.554 / 10190
after global routing: 1205 / 10410 / 226 / 0.554 / 10010
after CTS: 1205 / 10330 / 205 / 0.554 / 10250
after detailed placement: 1205 / 10320 / 204 / 0.554 / 10260
after global placement: 1205 / 10330 / 205 / 0.554 / 10330
after floorplan: 864 / 9430 / 113 / - / 11710
[synth_stat cells, types with 21 or more instances]
cell	n	area, sq um
nand2_1	118	443
a21oi_1	96	480
nor2_1	75	282
ha_1	64	801
xnor2_1	60	526
xor2_1	52	455
a21o_1	49	368
o21ai_0	48	240
nand3_1	40	200
and3_1	22	138
nand4_1	22	138
clkbuf_1	21	78.8
[area by class of cell]
| class | count | share of cell area |
|---|---|---|
| well taps | 180 | 0.0293 |
| inverters | 16 | 0.00780 |
| repair buffers | 199 | 0.258 |
| multi-input cells | 810 | 0.705 |
[where the power goes]
group | switching, uW | total [uW] | internal [uW]
clock | 0 | 0 | 0
combinational | 97.3 | 205 | 108
sequential | 0 | 0 | 0
[critical path, cell delays in order]
cell and delay [ps]:
clkdlybuf4s50_1 420, ha_1 230, fa_1 410, a21oi_1 160, nor2b_1 70, a31o_1 290, a31oi_1 480, o21ai_2 200
a31oi_2 300, o22ai_1 230, o221ai_2 280, nand3_1 100, o311ai_0 180, clkdlybuf4s50_1 550
No activity file was given, so power comes from the tool's default toggle rates.
