==> config.mk <==
export PLATFORM = sky130hd
export DESIGN_NAME = RegisterFile
export DESIGN_NICKNAME = RegisterFile
export VERILOG_FILES = /design/flow/design.v
export SDC_FILE = /design/flow/constraint.sdc
export NUM_CORES = 4
export LEC_CHECK = 1
export CORE_UTILIZATION = 50
==> constraint.sdc <==
current_design RegisterFile

set clk_period 16.6
set clk_io_pct 0.2

create_clock -name clk0 -period $clk_period [get_ports {Clk}]

set non_clock_inputs [all_inputs -no_clocks]
set_input_delay [expr $clk_period * $clk_io_pct] -clock clk0 $non_clock_inputs
set_output_delay [expr $clk_period * $clk_io_pct] -clock clk0 [all_outputs]
==> design.v <==
`timescale 1ns/1ps
module RegisterFile(BusA, BusB, BusW, RA, RB, RW, RegWr, Clk);
    output [63:0] BusA;
    output [63:0] BusB;
    input [63:0] BusW;
    input [4:0] RW;
    input [4:0]  RA, RB;
    input RegWr;
    input Clk;
    reg [63:0] registers [31:0];
    initial
     begin
	registers[31] = 0;
     end
    assign #2 BusA = registers[RA];
    assign #2 BusB = registers[RB];
    always @ (negedge Clk) begin
        if(RegWr && RW != 31)
            registers[RW] <= #3 BusW;
    end
endmodule
==> run.sh <==
#!/bin/bash
# OpenROAD 26Q1-2900-gdf79404cd8, Yosys 0.63+post, stock flow scripts
make -C /OpenROAD-flow-scripts/flow DESIGN_CONFIG=/design/flow/config.mk WORK_HOME=/design/flow/orfs finish
==> results.sh <==
# flow metrics
export IMPL_hold_ws_ps=7800
export IMPL_startpoint="registers[22][29]"
export IMPL_hold_viol_final=0
export IMPL_top_register="registers"
export IMPL_numPortBuffers=208
export IMPL_critPathCaptureType="output port"
export IMPL_placed_cell_area_sq_mm=0.0986
export IMPL_path_clk_slew_ps=30
export IMPL_synth_cell_types=44
export IMPL_crit_fanout=2
export IMPL_cts_buffers=219
export IMPL_dieArea_sq_mm=0.187
export IMPL_tool_warnings=1027
export IMPL_ctsResizeCount=0
export IMPL_hpwl_microns=174000
export IMPL_cts_hold_buf=0
export IMPL_top_regs="registers x2048"
export IMPL_yosysSeqAreaShare_pct=66.3
export IMPL_dp_slack_ps=1840
export IMPL_largest_reg_flops=2048
export IMPL_grt_max_degree=94
export IMPL_fin_ws_ps=1620
export IMPL_grtUsageTotal_pct=36.6
export IMPL_yosys_most_used_dff="edfxtp_1"
export IMPL_htreeDepth=4
export IMPL_vias=58973
export IMPL_post_cts_setup_buffer_count=0
export IMPL_row_count=157
export IMPL_slew_violations=0
export IMPL_crit_end="BusB[29]"
export IMPL_die_w_microns=433
export IMPL_arrival_ps=11660
export IMPL_logic_area_sq_mm=0.0296
export IMPL_netlist_area_sq_mm=0.0927
export IMPL_drc_errors=0
export IMPL_start_kind="flip-flop"
export IMPL_yosys_warnings=1
export IMPL_cts_max_path_buffers=3
export IMPL_core_sq_mm=0.184
export IMPL_rsz0062_at_grt="no"
export IMPL_grt_pass1_wl_microns=426000
export IMPL_antenna_found_initial=4
export IMPL_first_iter_violations=3735
export IMPL_cts_root_buffer="clkbuf_16"
export IMPL_drv_cap=0
export IMPL_cts_tree="done"
export IMPL_io_pins=209
export IMPL_required_ps=13280
export IMPL_status="finished, final reports clean"
export IMPL_synth_cells=4570
export IMPL_overflow=0
export IMPL_drtAntennaViolNets=0
export IMPL_clkSinkCount=2048
export IMPL_combPwrFrac_pct=7.0
export IMPL_wl_per_cell_microns=30.7
export IMPL_max_slew_margin_pct=14.7
export IMPL_wirelength_microns=297000
export IMPL_viasPerCell=6.10
export IMPL_p_clk_share_pct=51.2
export IMPL_power_frac_seq_pct=41.8
export IMPL_ys_cells=4570
export IMPL_firstDrtPassIters=6
export IMPL_switching_share_pct=28.0
export IMPL_ys_flops=2048
export IMPL_finalPower_w=0.0140
export IMPL_power_leakage_nw=44.7
export IMPL_worstMarginPinSlew_ps=1250
export IMPL_p_int_w=0.0101
export IMPL_gp_congestion=0.925
export IMPL_regArea_sq_mm=0.0615
export IMPL_setup_viol=0
export IMPL_max_vdd_ir_drop_uv=102
export IMPL_finalInstanceArea_sq_mm=0.114
export IMPL_dieHeight_microns=433
export IMPL_power_density_mw_per_mm2=123
export IMPL_p_sw_w=0.00391
export IMPL_setup_tns_ps=0
export IMPL_fillers=12768
export IMPL_drive_above_1_share_pct=22.6
export IMPL_synth_chip_area_sq_mm=0.0927
export IMPL_worst_setup_path_type="reg -> out"
export IMPL_initial_core_util_pct=50.5
export IMPL_hp_class="in -> out"
export IMPL_area_growth_pct=23.1
export IMPL_edf_count=2048
export IMPL_first_global_vias=68331
export IMPL_postSynthAreaPerCell_sq_um=20.3
export IMPL_async_flop_share_pct=0
[cell usage after synthesis (2+ instances only)]
cell       instances  area share, %
a2111oi_0         13           0.12
a211oi_1          37           0.30
a21oi_1           41           0.22
a221oi_1           5          0.047
a22oi_1          196            1.6
a31oi_1            2          0.013
and2_1             7          0.047
buf_1             11          0.045
buf_2            149           0.80
buf_4             47           0.38
buf_6             56           0.68
buf_8              7           0.11
clkbuf_1          82           0.33
clkbuf_2           2          0.011
clkbuf_4           3          0.024
edfxtp_1        2048             66
mux2_2            32           0.39
mux2i_1          286            3.1
mux4_2           869             21
nand2_1           19          0.077
nand2_2            2          0.013
nand2b_1          11          0.074
nand3_1           48           0.26
nand3b_1           7          0.057
nand4_1           26           0.18
nor2_1            65           0.26
nor2b_1           47           0.32
nor3_1             6          0.032
nor4_1            85           0.57
nor4_2            10           0.13
o21ai_0            5          0.027
o22ai_1          325            2.2
or2_2              5          0.034
or3_1              4          0.027
or3b_2             3          0.028
[layout by cell type (no fill, tap or decap), types with 6 or more instances in the layout]
| cell | netlist | layout |
|---|---|---|
| conb_1 | 1 | 64 |
| o22ai_1 | 325 | 325 |
| mux2_2 | 32 | 32 |
| nor2_1 | 65 | 26 |
| nand2_1 | 19 | 12 |
| buf_4 | 47 | 251 |
| mux4_2 | 869 | 869 |
| buf_12 | 1 | 22 |
| bufinv_16 | 0 | 48 |
| inv_4 | 0 | 25 |
| a2111oi_0 | 13 | 13 |
| nor4_2 | 10 | 13 |
| nor2_2 | 1 | 9 |
| nand3_1 | 48 | 45 |
| nand4_1 | 26 | 26 |
| nor2b_2 | 0 | 6 |
| edfxtp_1 | 2048 | 2048 |
| clkdlybuf4s50_1 | 0 | 201 |
| a22oi_1 | 196 | 196 |
| clkinv_4 | 0 | 7 |
| and2_1 | 7 | 7 |
| nor4_1 | 85 | 82 |
| nor2_4 | 0 | 31 |
| nor2b_1 | 47 | 39 |
| a211oi_1 | 37 | 37 |
| inv_1 | 1 | 2086 |
| clkbuf_16 | 0 | 223 |
| nor3_1 | 6 | 6 |
| nand3b_1 | 7 | 7 |
| clkinvlp_2 | 0 | 48 |
| mux2i_1 | 286 | 286 |
| a21oi_1 | 41 | 41 |
| nand2b_1 | 11 | 8 |
[worst min path at each step]
stage / from / to / slack (ps) / cells after the start
CTS: RA[1] / BusA[62] / 7840 / 4
global route: RA[1] / BusA[62] / 7850 / 4
finish: RA[1] / BusA[62] / 7800 / 4
[per-stage QoR]
stage	instances	utilization [%]
2_1_floorplan	4633	-
3_3_place_gp	7220	53.7
3_5_place_dp	7220	53.7
4_1_cts	9667	62.1
5_1_grt	9669	62.1
6_report	9670	62.1
[power groups by stage]
stage     combinational, W  sequential, W  clock (W)
5_1_grt            0.00104        0.00584    0.00793
6_report          0.000984        0.00585    0.00716
4_1_cts           0.000985        0.00584    0.00736
[metal layers]
layer,track usage [%],vias up,wire length [microns]
met5,2.06,-,433
met4,17.0,15,13300
met3,30.9,679,53600
met2,48.6,4358,138000
met1,43.5,28860,91300
li1,-,25061,-
[cells by family after synthesis]
family | count (synthesis) | share of synthesized area [%]
multiplexers | 1187 | 24.6
buffers and inverters | 360 | 2.42
AND/OR/NAND/NOR | 347 | 2.13
AND-OR/OR-AND | 627 | 4.54
flip-flops | 2048 | 66.3
other | 1 | 0.00404
[final cells by class]
class,instances,share of cell area (%)
flip-flops and latches,2048,53.9
multi-input cells,2225,25.9
clock inverters,2225,8.69
clock buffers,223,4.89
repair buffers,481,3.87
well taps,2464,2.70
diodes,3,0.00658
inverters,1,0.00329
[critical path: stages (launching register included)]
cell and delay, ps:
edfxtp_1 360, mux2i_1 210, a211oi_1 100, a2111oi_0 1090, buf_4 240, nor4_1 90, clkdlybuf4s50_1 440
